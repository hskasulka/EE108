--- flow/design.v ---
module arbiter (
   input wire [7:0] in,
   output reg [7:0] out
);
    always @(*) begin
        casex (in)
            8'bxxxxxxx1: out = 8'b00000001;
            8'bxxxxxx10: out = 8'b00000010;
            8'bxxxxx100: out = 8'b00000100;
            8'bxxxx1000: out = 8'b00001000;
            8'bxxx10000: out = 8'b00010000;
            8'bxx100000: out = 8'b00100000;
            8'bx1000000: out = 8'b01000000;
            8'b10000000: out = 8'b10000000;
            default: out = 8'b00000000;
        endcase
    end
endmodule
module cam (
      input wire [63:0] data,
      input wire [3:0] data_len,
      output wire [2:0] addr,
      output wire valid
);
	wire [67:0] data_word;
	wire [7:0] entry_matches;
	assign data_word = {data_len,data}; 
	assign entry_matches[0] = (data_word == 68'h3_00000000004F454C);
	assign entry_matches[1] = (data_word == 68'h5_0000004E4F524141);
	assign entry_matches[2] = (data_word == 68'h5_000000594C4C4F48);
	assign entry_matches[3] = (data_word == 68'h5_0000004449564144);
	assign entry_matches[4] = (data_word == 68'h6_0000455249414C43);
	assign entry_matches[5] = (data_word == 68'h5_0000004B4E415246);
	assign entry_matches[6] = (data_word == 68'h5_00000045434E414C);
	assign entry_matches[7] = (data_word == 68'h4_000000004E415952);
	encoder encodercam(
	   .in(entry_matches),
	   .out(addr)
	);
	assign valid = (|entry_matches);
endmodule
module encoder (
    input wire [7:0] in,
    output reg [2:0] out
);
    always @(*) begin
        case (in)
            8'b00000001: out = 3'b000;  
            8'b00000010: out = 3'b001;  
            8'b00000100: out = 3'b010;  
            8'b00001000: out = 3'b011;  
            8'b00010000: out = 3'b100;  
            8'b00100000: out = 3'b101;  
            8'b01000000: out = 3'b110;  
            8'b10000000: out = 3'b111;  
            default: out = 3'b000;  
        endcase
    end
endmodule
module hash_rom(
   input wire [2:0] addr,
   output reg [31:0] data
);
	always @(*) begin
	   case(addr)
	       0: data = 32'hDC1A2C9E;
	       1: data = 32'hDC2EA8E4;
	       2: data = 32'h355FACC3;
	       3: data = 32'hAAF4ADC9;
	       4: data = 32'h13D41CED;
	       5: data = 32'h7EBCF8A8;
	       6: data = 32'hF3CDDB9B;
	       7: data = 32'h9948E6BE;
	       default: data = 32'h00000000;
	   endcase
	end
endmodule
module hash_round #(parameter ROUND=0)(
    input wire [7:0] in_byte,
    input wire [31:0] in_state,
    output wire [31:0] out_state
);
	wire [7:0] a;
	wire [7:0] b;
	wire [7:0] c;
	wire [7:0] d;
	assign {d,c,b,a} = in_state;
	reg [7:0] mix;
	wire [7:0] mixed_a;
	wire[7:0] rotated_mixed_a;
	always @(*) begin
	   case(ROUND)
	       0, 1, 2: mix = (c&b)|((~b)&d);
	       3, 4: mix = (c&b)|(b&d)|(c&d);
	       5, 6, 7: mix = (b^c^d);
	       default: mix = (c&b)|((~b)&d);
	   endcase
	end
	assign mixed_a = (mix+a)+in_byte;
	rotator #(.WIDTH(8)) rotate (
        .in(mixed_a),
        .out(rotated_mixed_a),
        .distance(ROUND),
        .direction(1'b1)
    );
    assign out_state = {c,b,rotated_mixed_a,d};
endmodule
module hasher (
   input wire [63:0] data,
   input wire [3:0] data_len,
   output wire [31:0] hash
);
    wire [7:0] byte_seven,byte_six,byte_five,byte_four,
    byte_three,byte_two,byte_one,byte_zero;
    assign{byte_seven,byte_six,byte_five,byte_four,
    byte_three,byte_two,byte_one,byte_zero} = data;
    wire [31:0] out_seven, out_six, out_five, out_four,
    out_three, out_two, out_one, out_zero;
    wire [31:0] final_state;
	hash_round #(.ROUND(0)) r0 (
	.in_byte(byte_zero),
	.in_state(32'h55555555),
	.out_state(out_zero));
	hash_round #(.ROUND(1)) r1 (
	.in_byte(byte_one),
	.in_state(32'hAAAAAAAA),
	.out_state(out_one));
	hash_round #(.ROUND(2)) r2 (
	.in_byte(byte_two),
	.in_state(out_zero),
	.out_state(out_two));
	hash_round #(.ROUND(3)) r3 (
	.in_byte(byte_three),
	.in_state(out_one),
	.out_state(out_three));
	hash_round #(.ROUND(4)) r4 (
	.in_byte(byte_four),
	.in_state(out_two),
	.out_state(out_four));
	hash_round #(.ROUND(5)) r5 (
	.in_byte(byte_five),
	.in_state(out_three),
	.out_state(out_five));
	hash_round #(.ROUND(6)) r6 (
	.in_byte(byte_six),
	.in_state(out_four),
	.out_state(out_six));
	hash_round #(.ROUND(7)) r7 (
	.in_byte(byte_seven),
	.in_state(out_five),
	.out_state(out_seven));
	assign final_state = out_six^out_seven;
	rotator #(.WIDTH(32), .DISTANCE(5)) rotateHash (
        .in(final_state),
        .out(hash),  
        .distance(final_state[4:0]),
        .direction(^data_len)
    );
endmodule
module length_finder (
    input wire [63:0] string,
    output wire [3:0] length
);
   wire [7:0] is_character_null;
   wire [7:0] first_null;
   assign is_character_null[0] = ~(|string[7:0]);
   assign is_character_null[1] = ~(|string[15:8]);
   assign is_character_null[2] = ~(|string[23:16]);
   assign is_character_null[3] = ~(|string[31:24]);
   assign is_character_null[4] = ~(|string[39:32]);
   assign is_character_null[5] = ~(|string[47:40]);
   assign is_character_null[6] = ~(|string[55:48]);
   assign is_character_null[7] = ~(|string[63:56]);
	arbiter arbiterlf(
	   .in (is_character_null),
	   .out (first_null)
	);
	encoder encoderlf(
	   .in(first_null),
	   .out(length[2:0])
	);
	assign length[3] = ~(|first_null);
endmodule
module rotator #(parameter WIDTH=8, parameter DISTANCE=8) (
    input wire [WIDTH-1:0] in,
    output wire [WIDTH-1:0] out,
    input wire [DISTANCE-1:0] distance,
    input wire direction
);
	wire [WIDTH*2-1:0] double_in = {2{in}};
	wire [WIDTH*2-1:0] double_rot_l;
	wire [WIDTH*2-1:0] double_rot_r;
	wire [WIDTH-1:0] rot_l;
	wire [WIDTH-1:0] rot_r;
	assign double_rot_l = (double_in << distance);
	assign double_rot_r = (double_in >> distance);
	assign rot_l = double_rot_l[WIDTH*2-1:WIDTH];
	assign rot_r = double_rot_r[WIDTH-1:0];
	assign out = direction ? rot_l : rot_r;
endmodule
module verifier ( input wire [63:0] password,
                  input wire [63:0] username,
                  output wire valid
);
    wire [3:0] password_len;
    wire [3:0] username_len;
    wire [31:0] hashed_password;
    wire [31:0] stored_hash;
    wire [2:0] user_addr;
    wire username_valid;
    length_finder pass_len (	
        .string(password),
        .length(password_len)
    );
    hasher hash (
        .data(password),
        .data_len(password_len),
        .hash(hashed_password)
    );
    length_finder user_len (	
        .string(username),
        .length(username_len)
    );
    cam user_cam (
        .data(username),
        .data_len(username_len),
        .addr(user_addr),
        .valid(username_valid)
    );
    hash_rom pass_rom (
        .addr(user_addr),
        .data(stored_hash)
    );
    assign valid = username_valid & (hashed_password == stored_hash);
endmodule
--- flow/run.sh ---
#!/bin/bash
# OpenROAD 26Q1-2900-gdf79404cd8, Yosys 0.63+post, stock flow scripts
make -C /OpenROAD-flow-scripts/flow DESIGN_CONFIG=/design/flow/config.mk WORK_HOME=/design/flow/orfs finish
--- flow/constraint.sdc ---
current_design verifier

set clk_period 23.6
set clk_io_pct 0.2

create_clock -name clk0 -period $clk_period

set non_clock_inputs [all_inputs -no_clocks]
set_input_delay [expr $clk_period * $clk_io_pct] -clock clk0 $non_clock_inputs
set_output_delay [expr $clk_period * $clk_io_pct] -clock clk0 [all_outputs]
--- flow/config.mk ---
export PLATFORM = sky130hd
export DESIGN_NAME = verifier
export DESIGN_NICKNAME = verifier
export VERILOG_FILES = /design/flow/design.v
export SDC_FILE = /design/flow/constraint.sdc
export NUM_CORES = 4
export LEC_CHECK = 1
export CORE_UTILIZATION = 30
==> notes.md <==
Notes on the flow outputs.

- The global-route met1 utilization reads 42.2%.
- The final total negative setup slack reads 0 ps.
- Looking at the critical path, the highest net fanout was 8.
- On met3, the global router reports a usage of 6.09%.
- Total global-route track usage over all layers is 27.8%.
- The leakage power figure reads 4.11 nW.
- Per the OpenROAD floorplan log, the area of the core is 30900 um2.
- The number of setup buffers added after CTS is 0.
- The via count normalized by instance count reads 6.45.
- The worst ir drop on vdd reads 0.116 mV.
- Summing over the stages, the warning tally comes to 41.
- The busiest metal layer after global routing is met1.
- The final critical path time including I/O delays and setup is 18530 ps.
- The STA report counts the stages on the worst setup path as 32.
- The logic area reads 9020 um2.
- The met2 usage in global routing reads 40.0%.
- The relative max-transition margin reads 33.8%.
- The share of synthesized cell area in and-or and or-and compound cells is 35.9%.
- The average cell area after synthesis reads 6.77 um2.
- The layout clock buffer count is 0.
- Once placement finished, the instance area stood at 11200 um2.
- Per STA, the library cell used most along the worst path is sky130_fd_sc_hd__xnor2_1.
- The count of antenna diodes in the layout is 0.
- In this run the power density over the cells is 126 nW/um2.
- The kind of critical path is in2out.
- On the worst path, the slowest cell contributes a delay of 650 ps.
- The warning tally printed by Yosys for this design is 19.
- After layout, the worst path uses 78.5% of the clock period.
- The number of cell instances after yosys synthesis is 1404.
- The proportion of synthesized chip area in sequential cells is 0%.
- In the routed design, unresolved DRC markers number 0.
- Per STA, the worst path accumulates the most delay in the family AND-OR/OR-AND gates.
- The share of the core filled by cells before placement is 30.7%.
- The routed wire length is 45.3 mm.
- On the critical path the data arrives at 13810 ps.
- The global-route wire length before repair is 68.6 mm.
- The worst setup path is captured at an output port.
- Based on the critical path, the design can be clocked at up to 54.0 MHz.
- The Yosys chip area is 9500 um2.
- From left edge to right edge, the die measures 180 um.
- The top cell type in the final layout, fill and taps aside, is sky130_fd_sc_hd__nor2_1.
- Leaving out fill and tap cells, the most frequent cells in the layout are sky130_fd_sc_hd__nor2_1, sky130_fd_sc_hd__clkdlybuf4s50_1, sky130_fd_sc_hd__a21oi_1.
- The run finished with clean final reports.
- The die height is 180 um.
- The via count of the first global-routing pass is 11000.
- The number of maximum-capacitance constraint violations is 0.
- The placed wire-length estimate reads 36.5 mm.
- Entering global routing, the biggest net connects 68 pins.
- The post-route standard cell area excluding fillers reads 11200 um2.
- The post-cts resize count reads 0.
- The adder and majority cell fraction of the synthesized area reads 9.53%.
- The cell area after synthesis reads 9500 um2.
- The mean routed wirelength per cell is 24.3 um.
- The number of antenna violations at the first check in global routing is 2.
- The global placer's final weighted congestion reads 1.07.
- The area fraction in and, or, nand and nor cells reads 28.2%.
- For reference, the top logic cell family by area is AND-OR/OR-AND gates.
- The storage element area reads 0 um2.
- For this design the top-level I/O count stands at 129.
- The critical path contains buffers and inverters numbering 2 combined.
- The report lists the number of standard-cell rows as 64.
- Summing the areas of all xor and xnor instances in the mapped netlist gives 15.7% of the synthesized area.
- The worst min-delay path category is in2out.
- Per the post-route antenna check, the number of violating nets is 0.
- The kind of start point of the critical path reads an input port.
- The synthesized instance count is 1404.
- Per the detail_route report, the via count comes to 12000.
- The distinct cell type count after synthesis is 82.
- The ratio of cells with drive above 1 in the final layout reads 4.97%.
- Hold repair after CTS inserted 0 buffers.
- Once iteration 0 of detailed routing completed, the report listed 1444 DRC markers.
- The count of sequential standard cells reads 0.
- In this run the tool buffered the top-level ports with 129 buffer cells.
- Max-slew check failures listed in the final report amount to 0.
- The total die area is 32400 um2.
- After filler insertion, the fill cell instance count of the layout stands at 3299.
- The library cell contributing the largest single delay on the critical path is sky130_fd_sc_hd__a211oi_1.
- The final hold violation count recorded for this run is 0.
- Setup repair after global routing left no endpoint under its margin.
- The number of cells on the worst hold path is listed as 13.
- The iteration count recorded for the first detailed-route pass is 6.
- The transition time at the pin with the least slew margin reads 990 ps.
- The area growth from synthesis to layout is 18.0%.
- The post-route worst hold slack reads 11240 ps.
- The total overflow left after global routing is 0.
- The required time at the endpoint of the critical path reads 18880 ps.
- The multiplexer share of the synthesized area reads 4.78%.
- In the final report, the number of endpoints failing setup comes to 0.
## metrics by stage
step / cells / utilization (%) / worst slack (ps) / total power (W)
after floorplan: 1404 / - / 7130 / 0.000923
after global placement: 1866 / 36.3 / 5110 / 0.00137
after detailed placement: 1866 / 36.3 / 5020 / 0.00136
after CTS: 1866 / 36.3 / 4970 / 0.00137
after global routing: 1866 / 36.3 / 4330 / 0.00150
final: 1866 / 36.3 / 5070 / 0.00141
## worst min-delay path, stage by stage
cell and delay (ps):
sky130_fd_sc_hd__clkdlybuf4s50_1 470, sky130_fd_sc_hd__nand4b_1 120, sky130_fd_sc_hd__o2bb2ai_1 80, sky130_fd_sc_hd__nand2_1 80, sky130_fd_sc_hd__a32oi_1 50, sky130_fd_sc_hd__o221a_2 120
sky130_fd_sc_hd__o311ai_0 100, sky130_fd_sc_hd__a211oi_1 90, sky130_fd_sc_hd__nand4b_1 120, sky130_fd_sc_hd__a2111oi_2 50, sky130_fd_sc_hd__o211ai_1 100, sky130_fd_sc_hd__nor4_2 50
sky130_fd_sc_hd__clkdlybuf4s50_1 390
## Yosys cell counts, drive strengths merged (11+ instances only)
master	instances	area, um2
o211ai	28	210
and3	14	87.6
mux2i	24	240
xnor2	84	766
buf	30	138
a211oi	41	308
nor2	142	533
ha	66	826
a221oi	13	114
or3	17	106
a21o	25	188
nor3	50	250
o21ai	85	437
inv	52	195
nand3	43	215
o22ai	16	100
o221ai	13	114
nand4	16	100
nor4	36	231
nand2	104	393
a31oi	18	113
a21oi	111	556
and2	19	119
o31ai	11	82.6
clkbuf	61	229
xor2	41	378
a211o	13	114
or4	11	82.6
## cell families after synthesis
kind of cell    count (synthesis)
mux                            37
buf+inv                       143
compound gates                493
xor+xnor                      140
fa+ha+maj                      70
simple gates                  521
## path summary, 6_finish.rpt
| kind | from | endpoint | slack [ps] |
|---|---|---|---|
| setup / recovery | password[17] | valid | 5070 |
| hold / removal | username[30] | valid | 11240 |
## power breakdown
part / total [W] / switching [W] / leakage (nW) / internal, W
Sequential: 0 / 0 / 0 / 0
Combinational: 0.00141 / 0.000911 / 4.11 / 0.000498
Clock: 0 / 0 / 0 / 0
Total: 0.00141 / 0.000911 / 4.11 / 0.000498
## layer usage
metal | part of all wire, % | wire length, um
met5 | 0 | 0
met4 | 2.6 | 1170
met2 | 42 | 18900
met1 | 45 | 20200
met3 | 11 | 4980
## cell type report
class | count | share of cell area (%)
timing repair buffer | 157 | 13.4
multi-input combinational | 1261 | 80.5
tap | 396 | 4.42
inverter | 52 | 1.74
No activity file was given, so power comes from the tool's default toggle rates.
